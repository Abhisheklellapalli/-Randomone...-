==> design.v <==
interface dm;
  logic a;
  logic [1:0]s;
  logic [3:0]y;
endinterface
module encoder_32_to_5(
    input [31:0] in,
    output reg [4:0] out
    );
  always@(*) begin
    case (in)
     32'b00000000000000000000000000000001: out = 5'b00000;
     32'b00000000000000000000000000000010: out = 5'b00001;
     32'b00000000000000000000000000000100: out = 5'b00010;
     32'b00000000000000000000000000001000: out = 5'b00011;
     32'b00000000000000000000000000010000: out = 5'b00100;
     32'b00000000000000000000000000100000: out = 5'b00101;
     32'b00000000000000000000000001000000: out = 5'b00110;
     32'b00000000000000000000000010000000: out = 5'b00111;
     32'b00000000000000000000000100000000: out = 5'b01000;
     32'b00000000000000000000001000000000: out = 5'b01001;
     32'b00000000000000000000010000000000: out = 5'b01010;
     32'b00000000000000000000100000000000: out = 5'b01011;
     32'b00000000000000000001000000000000: out = 5'b01100;
     32'b00000000000000000010000000000000: out = 5'b01101;
     32'b00000000000000000100000000000000: out = 5'b01110;
     32'b00000000000000001000000000000000: out = 5'b01111;
     32'b00000000000000010000000000000000: out = 5'b10000;
     32'b00000000000000100000000000000000: out = 5'b10001;
     32'b00000000000001000000000000000000: out = 5'b10010;
     32'b00000000000010000000000000000000: out = 5'b10011;
     32'b00000000000100000000000000000000: out = 5'b10100;
     32'b00000000001000000000000000000000: out = 5'b10101;
     32'b00000000010000000000000000000000: out = 5'b10110;
     32'b00000000100000000000000000000000: out = 5'b10111;
     32'b00000001000000000000000000000000: out = 5'b11000;
     32'b00000010000000000000000000000000: out = 5'b11001;
     32'b00000100000000000000000000000000: out = 5'b11010;
     32'b00001000000000000000000000000000: out = 5'b11011;
     32'b00010000000000000000000000000000: out = 5'b11100;
     32'b00100000000000000000000000000000: out = 5'b11101;
     32'b01000000000000000000000000000000: out = 5'b11110;
     32'b10000000000000000000000000000000: out = 5'b11111;
     default :out = 5'b0101;
     endcase
   end
endmodule
==> run.sh <==
#!/bin/bash
# OpenROAD 26Q1-2900-gdf79404cd8, Yosys 0.63+post, stock flow scripts
make -C /OpenROAD-flow-scripts/flow DESIGN_CONFIG=/design/flow/config.mk WORK_HOME=/design/flow/orfs finish
==> config.mk <==
export PLATFORM = sky130hd
export DESIGN_NAME = encoder_32_to_5
export DESIGN_NICKNAME = encoder_32_to_5
export VERILOG_FILES = /design/flow/design.v
export SDC_FILE = /design/flow/constraint.sdc
export NUM_CORES = 4
export LEC_CHECK = 1
export CORE_AREA = 10 10 74 74
export DIE_AREA = 0 0 84 84
==> constraint.sdc <==
current_design encoder_32_to_5

set clk_period 3.8
set clk_io_pct 0.2

create_clock -name clk0 -period $clk_period

set non_clock_inputs [all_inputs -no_clocks]
set_input_delay [expr $clk_period * $clk_io_pct] -clock clk0 $non_clock_inputs
set_output_delay [expr $clk_period * $clk_io_pct] -clock clk0 [all_outputs]
==> results.ini <==
[synth]
muxShareOfSynthArea_pct=0
fa_ha_area_share_pct=0
synth_area_mm2=0.00105
yosys_area_mm2=0.00105
synth-simple-area-share_pct=51.9
xor_area_share_pct=7.54
ys_types=43
ys_seq_share_pct=0
yosys.area_share.aoi_pct=32.1
synth.avg_cell_area_um2=6.46
ys_cells=162
netlist_instances=162
logic_family=simple AND/OR/NAND/NOR gates
yosysWarnings=1

[critical_path]
path_max_fanout=2
crit_path_start_kind=primary input
critPathKind=primary input to output port
cp.required_ps=3040
critPathSlowestCell=clkdlybuf4s50_1
arrival_ps=2980
cp-end-kind=output port
crit_family=buffers and inverters
crit_buf_inv=4
crit_chain=clkdlybuf4s50_1, nor4_4, nand4_1, buf_4, nor4_4, buf_4, nand4_1, o211ai_1, clkdlybuf4s50_1
slowest_delay_ps=500

[global_route]
antenna_found_initial=0
grt_pass1_vias=1331
grt_max_degree=14
grt_usage_pct=9.19
grt_pass1_wl_um=5920
grt-ovfl-total=0

[detailed_routing]
avgRoutedWirePerCell_um=12.5
antennaDiodeCount=0
wirelength_um=3560
drtIter0Drc=120
drc=0
post_drt_via_cell_ratio=5.11
vias=1450
dr.pass1.iters=4
drtAntennaViolNets=0

[cells_and_area]
n_sequential_cell=0
area_delta_synth_final_pct=73.1
layout.filler_cells=401
final_util_pct=45.6
clock_buffers=0
mostFrequentLayoutCells=48 x buf_4, 28 x clkdlybuf4s50_1, 23 x nor2_1
regArea_um2=0
drive_above_1_share_pct=27.8
instances_no_fill=284
lay_top_count=buf_4

[clock_tree]
hold_buffers=0

[power_and_ir_drop]
ir_worst_vdd_uv=36.1
p_leak_nw=0.635
power-per-cell-area_mw_per_mm2=80.4

[run]
tool_warnings=32
drv_cap=0

[final_timing]
setup_violations=0
period_used_pct=98.5
fin_crit_ps=3740
setup-tns-final_ps=0
relSlewSlack_pct=74.6
slew_violations=0
fmax_mhz=267
finalHoldViolations=0
max_slew.worst_pin.slew_ps=371

[place]
io_buffers=37
hpwl_um=2980
place.gp.congestion=0.891
dp_cells=282

[min_path]
hold_path_class=primary input to output port

[die]
rows=23
die_x_um=84
fp-utilization_pct=26.3
coreArea_mm2=0.00397
die_area_mm2=0.00706
die_h_um=84
io_pins=37

[run_status]
outcome=complete, no violations

## power breakdown
group / total, W / switching (W) / leakage, nW / internal, W
clock: 0 / 0 / 0 / 0
combinational: 0.000146 / 0.0000680 / 0.635 / 0.0000776
sequential: 0 / 0 / 0 / 0
total: 0.000146 / 0.0000680 / 0.635 / 0.0000776
## repair_timing
item	4_1_cts	5_1_grt
resized	12	8
pin swaps	6	7
buffers inserted	1	1
endpoints found under the setup margin	4	5
cloned	0	0
## logic make-up (layout without fill, tap and decap cells)
kind of cell,Yosys count,in the layout
compound gates,52,52
simple gates,85,85
xor+xnor,9,9
buf+inv,16,88
## layer usage
metal	share of wire (%)	global-route usage (%)	routed length, um	vias to the layer above
met5	0	0	0	-
met4	0	0	0	0
met3	2.8	0.591	100	0
met2	49	15.9	1730	21
met1	49	12.8	1730	654
li1	-	-	-	775
## worst paths after layout
check             startpoint  endpoint  slack, ps  cells after the start
setup / recovery       in[3]    out[1]         60                      9
hold / removal        in[11]    out[0]       2400                      8
## synthesized netlist by cell type, drive strengths merged (2+ instances only)
library cell / number / area [um2]
inv: 3 / 11.3
nor2b: 6 / 37.5
buf: 8 / 58.8
nor4: 13 / 133
or4: 3 / 30.0
o211ai: 7 / 52.6
a31oi: 3 / 18.8
nand4b: 2 / 17.5
nand2: 7 / 26.3
a2111oi: 2 / 17.5
a211oi: 2 / 15.0
a21oi: 6 / 30.0
o21ai: 21 / 105
nor2: 23 / 86.3
clkbuf: 5 / 18.8
nor4b: 3 / 26.3
nand3: 12 / 77.6
nor3: 3 / 20.0
o31ai: 2 / 15.0
nand4: 4 / 25.0
xnor2: 2 / 17.5
xor2: 7 / 61.3
nand3b: 5 / 37.5
o2111ai: 2 / 17.5
## metrics by stage
step	hold WS [ps]	total power [W]	cell area, um2	worst slack, ps
floorplan	1650	0.0000625	1050	791
global placement	2780	0.000144	1750	-270
detailed placement	2760	0.000144	1750	-379
CTS	2480	0.000145	1780	21.2
global route	2490	0.000160	1810	-20.5
finish	2400	0.000146	1810	55.6
## cell type report
| class | count | area [um2] | area share (%) |
|---|---|---|---|
| multi-input cells | 146 | 1010 | 55.6 |
| repair buffers | 85 | 731 | 40.4 |
| well taps | 50 | 62.6 | 3.46 |
| inverters | 3 | 11.3 | 0.622 |
No activity file was given, so power comes from the tool's default toggle rates.
